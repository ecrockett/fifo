==> design/flow/run.sh <==
#!/bin/bash
# OpenROAD 26Q1-2900-gdf79404cd8, Yosys 0.63+post, stock flow scripts
make -C /OpenROAD-flow-scripts/flow DESIGN_CONFIG=/design/flow/config.mk WORK_HOME=/design/flow/orfs finish
==> design/flow/constraint.sdc <==
current_design fifo

set clk_period 21.1
set clk_io_pct 0.2

create_clock -name clk0 -period $clk_period [get_ports {clk_actual}]

set non_clock_inputs [all_inputs -no_clocks]
set_input_delay [expr $clk_period * $clk_io_pct] -clock clk0 $non_clock_inputs
set_output_delay [expr $clk_period * $clk_io_pct] -clock clk0 [all_outputs]
==> design/flow/design.v <==
`timescale 1 ns / 100 ps
module counter(out, enable, reset, clock);
  output [7:0] 	out;
  input 	clock, reset, enable;
  reg [7:0] 	out;
 always @ (posedge clock or posedge reset)
  if(reset)
    out <= 8'h00;
  else if(enable)
    if(out == 8'h60)  
    	out <= 8'h00;
    else  out <= out+1;
endmodule
`timescale 1 ns / 100 ps
module fifo (size, data_out, full, empty, halffull, halfempty, data_in, write, read, clk_actual, rst);
    parameter   data_width = 8;
    parameter   data_depth = 96;
    parameter   address_width = 8;
    output [data_width-1:0]     data_out;
    output                      full;
    output                      empty;
    output                      halfempty;
    output                      halffull;
	 output [7:0]						size;
    input [data_width-1:0]      data_in;
    input                       write, read;
    input                       clk_actual, rst;  
    reg  [data_width-1:0]  	    data_out;
    reg                         full, empty, halffull, halfempty;
    reg  [data_width-1:0]        data [data_depth -1:0];  
    reg                         just_readorwrote;  
    reg  [7:0]                        size;
    reg [24:0]							count;
	 reg 									clk;
    wire [address_width-1:0]    nextread_ptr, nextwrite_ptr;
    wire                        nextread_en, nextwrite_en;  
    wire                        read_equals_write;  
    wire                        full_indicator, empty_indicator, halffull_indicator, halfempty_indicator;  
    counter write_counter(nextwrite_ptr, nextwrite_en, rst, clk);  
    counter read_counter(nextread_ptr, nextread_en, rst, clk);  
	 always @(posedge clk_actual)
	 begin
	 if (count == 24999999)
	 begin
	  count <=0;
	  clk = ~clk;
	 end
	 else 
	 count <= count+1;
	 end
    always @ (posedge clk or posedge rst)  
    begin
      if (rst)  
      begin
	    full <= 0;
	    halffull <= 0;
        empty <= 1;
        halfempty <=0;
        just_readorwrote <= 0;  
      end
      else 
      begin
        if(read & write & !full & !empty) begin
            data[nextwrite_ptr] <= data_in;
            data_out <= data[nextread_ptr];
            just_readorwrote <= 0; end
        else if(write & !full) begin  
            data[nextwrite_ptr] <= data_in; 
            just_readorwrote <= 1; end
        else if(read & !empty) begin  
            data_out <= data[nextread_ptr];
            just_readorwrote <= 0; end
        if(full_indicator) full <= 1; 
        else if(!just_readorwrote)
		  full <= 0;
        if(halffull_indicator) halffull <= 1;
        else halffull<=0;
        if(empty_indicator) empty <= 1; 
        else if (just_readorwrote)
		  empty <= 0;
        if(halfempty_indicator) halfempty <= 1;
        else  halfempty<=0;
      end
    end
    assign nextread_en = read & ~empty_indicator;  
    assign nextwrite_en = write & ~full_indicator;  
    assign read_equals_write = (nextwrite_ptr == nextread_ptr);
    assign empty_indicator = ~just_readorwrote & read_equals_write;  
    assign full_indicator = just_readorwrote & read_equals_write;  
    assign halfempty_indicator = (size == 48) & ~just_readorwrote;  
    assign halffull_indicator = (size == 48) & just_readorwrote;
    always @ (nextwrite_ptr or nextread_ptr or size or just_readorwrote)  
        begin
        if(nextwrite_ptr > nextread_ptr)
            size = nextwrite_ptr - nextread_ptr;  
        else if (nextwrite_ptr < nextread_ptr)
            size = data_depth - (nextread_ptr - nextwrite_ptr);
		  else  
				if (just_readorwrote)  
					size = data_depth;
				else						 
					size = 0;
        end
endmodule
==> design/flow/config.mk <==
export PLATFORM = sky130hd
export DESIGN_NAME = fifo
export DESIGN_NICKNAME = fifo
export VERILOG_FILES = /design/flow/design.v
export SDC_FILE = /design/flow/constraint.sdc
export NUM_CORES = 4
export LEC_CHECK = 1
export CORE_UTILIZATION = 30
==> run_results.csv <==
group,metric,value,unit
die,fp-utilization,30.4,%
power,pwr-share-comb,23.0,%
power,ir_drop,30.5,uV
sta,slew_violations,0,
clocking,clockBufferDepth,2,
grt,grt_antenna_before_repair,15,
clocking,htree_num_levels,1,
clocking,insertion_delay,260,ps
yosys,syn_area,32700,sq um
yosys,edf_count,777,
sta,worst_slew_pin_slew,1130,ps
grt,grt_pass1_vias,22500,
worst_setup_path,arrival,2230,ps
sta,layout_min_cycle_time,2260,ps
place,numPortBuffers,31,
drt,routedWlPerCell,43.5,um
power,p_sw_share,31.8,%
sta,unclocked_regs,797,
clocking,ctsResizeCount,0,
worst_setup_path,crit_buf_inv,1,
clocking,cts_hold_buf,0,
worst_setup_path,r2r_slack,18840,ps
worst_setup_path,cp-endpoint,"clk$_DFFE_PN_",
clocking,clk_pin_slew_worst_paths,70,ps
power,seqPwrFrac,47.9,%
die,core,108000,sq um
finish,layout.cells.non_filler,3683,
min_path,holdCritPathClass,"reg2reg",
yosys,numSynthFlops,823,
clocking,cts-root-buf,"clkbuf_16",
yosys,yosys_warnings,3,
die,chipHeight,332,um
finish,lay_top_cells,"edfxtp_1 (777), buf_4 (228), a22oi_1 (187)",
sta,fin_crit_sh,10.7,%
sta,slew_headroom,22.7,%
power,switchingPower,0.0502,mW
yosys,synthFlopType,"edfxtp_1",
power,intPower,0.108,mW
worst_setup_path,cp_common_cell,"and3_1",
worst_setup_path,crit_start,"count[2]$_SDFF_PN0_",
place,gp_congestion,1.10,
drt,first_iter_violations,1774,
yosys,syn_inst,2118,
grt,overflow,0,
die,std_cell_rows,120,
place,place_inst,3673,
sta,fin_worst_skew,3.98,ps
grt,grt_max_degree,206,
clocking,cts_buffers,3,
yosys,ys_cells,2118,
worst_setup_path,r2r-start,"count[2]$_SDFF_PN0_",
clocking,postCtsSetupBuffers,0,
run_status,status,"completed",
job,warnings,47,
worst_setup_path,critical-path-slowest-cell,"nor3b_1",
drt,drt_wl_total,160,mm
die,die_area,110000,sq um
drt,ant_nets,0,
sta,untimed_endpoints,1593,
power,cellPowerDensity,4.36,nW/um^2
power,leakage,11.6,nW
place,hpwlAfterDp,112,mm
sta,finalSetupTns,0,ps
sta,fmax,443,MHz
finish,fin_util,33.7,%
finish,drive_gt1_share,13.3,%
worst_setup_path,critical_path.max_stage_delay,650,ps
worst_setup_path,cp_max_fo,11,
sta,setup_viol,0,
power,pwr-share-clk,29.1,%
yosys,synth_cell_type_count,75,
yosys,async_flop_share,2.55,%
worst_setup_path,cp.required,21070,ps
sta,hold_viol,0,
place,place_area,36100,sq um
worst_setup_path,crit_family,"simple AND/OR/NAND/NOR gates",
sta,rsz0062_at_grt,"no",
grt,grt_pass1_wl,211,mm
drt,drc,0,
grt,grtUsageTotal,30.8,%
worst_setup_path,r2r_end,"clk$_DFFE_PN_",
clocking,cts_tree,"done",
worst_setup_path,critical_path_depth,5,
drt,num_vias,22000,
worst_setup_path,crit_chain,"and3_1 -> and3_1 -> nand3_1 -> nor3b_1 -> buf_4",
worst_setup_path,endpoint_kind,"flop",
drt,drt_first_pass_iters,5,
finish,post-route-cell-area,36200,sq um
worst_setup_path,worstSetupPathType,"reg2reg",
yosys,ys_chip_area,32700,sq um
worst_setup_path,r2r_cells,5,
worst_setup_path,start_kind,"flop",
yosys,syn_avg_cell_area,15.4,sq um
die,top_level_ports,32,
drt,drt-vias-per-instance,5.97,
yosys,ys_seq_share,74.5,%
finish,area_delta_synth_final,10.8,%
finish,final_common_cell,"edfxtp_1",
job,cap_viol_max_count,0,
die,dieWidth,332,um
power by group through the flow:
stage	clock [mW]	sequential, mW	combinational [mW]
finish	0.0459	0.0757	0.0363
CTS	0.0471	0.0756	0.0361
global route	0.0502	0.0757	0.0380
synth_stat cells (9+ instances only):
master | count | share of area, %
edfxtp_1 | 777 | 71
dfrtp_1 | 20 | 1.5
mux2_2 | 13 | 0.45
nand3_1 | 85 | 1.3
xor2_1 | 14 | 0.38
and2_1 | 24 | 0.46
and3_1 | 91 | 1.7
o21ai_0 | 19 | 0.29
nand2b_1 | 9 | 0.17
a22o_1 | 19 | 0.51
nand4_1 | 61 | 1.2
a2111oi_0 | 22 | 0.59
nor3b_1 | 9 | 0.21
a222oi_1 | 10 | 0.31
dfxtp_1 | 25 | 1.5
nor2b_1 | 15 | 0.29
ha_1 | 27 | 1.0
xnor2_1 | 20 | 0.54
clkbuf_1 | 63 | 0.72
a32oi_1 | 86 | 2.3
inv_1 | 33 | 0.38
a21oi_1 | 21 | 0.32
or4_1 | 10 | 0.23
nor2_1 | 153 | 1.8
nand2_1 | 69 | 0.79
nor3_1 | 54 | 0.83
nor4_1 | 26 | 0.50
buf_2 | 29 | 0.44
a22oi_1 | 187 | 4.3
flip-flops by register name, indices dropped and copies added (netlist names), 8 cells and up:
register and flops:
write_counter.out 8, read_counter.out 8, data 768, count 25, data_out 8
routing by layer:
metal	vias to the layer above	global-route usage, %	share of wire [%]
met5	-	4.78	0.58
met4	42	16.1	7.0
met3	403	26.1	19
met2	1906	42.3	42
met1	10800	32.2	31
li1	8835	-	-
final cells by class:
cell class	instances	area, sq um
fillers	10300	71300
flip-flops and latches	823	24400
multi-input cells	1162	7920
repair buffers	252	1960
well taps	1403	1760
inverters	33	124
clock buffers	4	88.8
diodes	6	15.0
stage by stage:
stage | hold slack [ps] | power (mW) | worst slack, ps
after floorplan | 413 | 0.0795 | 11250
after global placement | 423 | 0.112 | 18840
after detailed placement | 438 | 0.113 | 18840
after CTS | 454 | 0.159 | 18820
after global routing | 492 | 0.164 | 18640
final | 456 | 0.158 | 18840
cells by family (layout without fill, tap and decap cells):
group / after synthesis / count (layout) / share of synthesized area (%)
other: 0 / 6 / 0
muxes: 18 / 18 / 0.605
xor gates and xnor gates: 34 / 34 / 0.911
and+or+nand+nor: 660 / 660 / 10.8
buffers and inverters: 133 / 289 / 1.71
DFF: 823 / 823 / 74.5
AOI/OAI and AO/OA: 418 / 418 / 10.1
adders and majority gates: 32 / 32 / 1.34
how the worst min path moves through the flow:
stage | start | endpoint | slack (ps) | depth (start not counted)
4_1_cts | count[0]$_SDFF_PN0_ | count[0]$_SDFF_PN0_ | 450 | 1
5_1_grt | count[0]$_SDFF_PN0_ | count[0]$_SDFF_PN0_ | 490 | 1
6_report | count[0]$_SDFF_PN0_ | count[0]$_SDFF_PN0_ | 460 | 1
No activity file was given, so power comes from the tool's default toggle rates.
